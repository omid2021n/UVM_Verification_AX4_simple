==> flow/config.mk <==
export PLATFORM = sky130hd
export DESIGN_NAME = axi_slave
export DESIGN_NICKNAME = axi_slave
export VERILOG_FILES = /design/flow/design.v
export SDC_FILE = /design/flow/constraint.sdc
export NUM_CORES = 4
export LEC_CHECK = 1
export CORE_UTILIZATION = 40
==> flow/constraint.sdc <==
current_design axi_slave

set clk_period 9.2
set clk_io_pct 0.2

create_clock -name clk0 -period $clk_period [get_ports {ACLK}]

set non_clock_inputs [all_inputs -no_clocks]
set_input_delay [expr $clk_period * $clk_io_pct] -clock clk0 $non_clock_inputs
set_output_delay [expr $clk_period * $clk_io_pct] -clock clk0 [all_outputs]
==> flow/design.v <==
module axi_slave (
    input wire        ACLK,
    input wire        ARESETn,
    input wire [31:0] AWADDR,
    input wire        AWVALID,
    output wire       AWREADY,
    input wire [31:0] WDATA,
    input wire        WVALID,
    output wire       WREADY,
    output wire       BVALID,
    input wire        BREADY,
    input wire [31:0] ARADDR,
    input wire        ARVALID,
    output wire       ARREADY,
    output wire [31:0] RDATA,
    output wire       RVALID,
    input wire        RREADY
);
    reg [31:0] mem [0:127];
    reg awready_reg = 0;
    always @(posedge ACLK or negedge ARESETn) begin
        if (!ARESETn)
            awready_reg <= 0;
        else if (AWVALID && !awready_reg)
            awready_reg <= 1;
        else
            awready_reg <= 0;
    end
    assign AWREADY = awready_reg;
    reg wready_reg = 0;
    always @(posedge ACLK or negedge ARESETn) begin
        if (!ARESETn)
            wready_reg <= 0;
        else if (WVALID && !wready_reg)
            wready_reg <= 1;
        else
            wready_reg <= 0;
    end
    assign WREADY = wready_reg;
    reg bvalid_reg = 0;
    always @(posedge ACLK or negedge ARESETn) begin
        if (!ARESETn)
            bvalid_reg <= 0;
        else if (awready_reg && AWVALID && wready_reg && WVALID)
            bvalid_reg <= 1;
        else if (BREADY && bvalid_reg)
            bvalid_reg <= 0;
    end
    assign BVALID = bvalid_reg;
    always @(posedge ACLK) begin
        if (awready_reg && AWVALID && wready_reg && WVALID) begin
            if (AWADDR[8:2] < 128) begin
                mem[AWADDR[8:2]] <= WDATA;
            end
        end
    end
    reg arready_reg = 0;
    always @(posedge ACLK or negedge ARESETn) begin
        if (!ARESETn)
            arready_reg <= 0;
        else if (ARVALID && !arready_reg)
            arready_reg <= 1;
        else
            arready_reg <= 0;
    end
    assign ARREADY = arready_reg;
    reg rvalid_reg = 0;
    always @(posedge ACLK or negedge ARESETn) begin
        if (!ARESETn)
            rvalid_reg <= 0;
        else if (arready_reg && ARVALID)
            rvalid_reg <= 1;
        else if (RREADY && rvalid_reg)
            rvalid_reg <= 0;
    end
    assign RVALID = rvalid_reg;
    reg [31:0] rdata_reg;
    always @(posedge ACLK) begin
        if (arready_reg && ARVALID) begin
            if (ARADDR[8:2] < 128)
                rdata_reg <= mem[ARADDR[8:2]];
            else
                rdata_reg <= 32'hDEAD_BEEF;  
        end
    end
    assign RDATA = rdata_reg;
endmodule
interface axi_i();
  logic         ACLK;
  logic         ARESETn;
  logic [31:0]  AWADDR;
  logic         AWVALID;
  logic         AWREADY;
  logic [31:0]  WDATA;
  logic         WVALID;
  logic         WREADY;
  logic         BVALID;
  logic         BREADY;
  logic [31:0]  ARADDR;
  logic         ARVALID;
  logic         ARREADY;
  logic [31:0]  RDATA;
  logic         RVALID;
  logic         RREADY;
endinterface
==> flow/run.sh <==
#!/bin/bash
# OpenROAD 26Q1-2900-gdf79404cd8, Yosys 0.63+post, stock flow scripts
make -C /OpenROAD-flow-scripts/flow DESIGN_CONFIG=/design/flow/config.mk WORK_HOME=/design/flow/orfs finish
==> impl_table.tex <==
% Implementation results table
\begin{tabular}{lr}
\hline
Metric & Value \\
\hline
\multicolumn{2}{l}{\textbf{Place}} \\
\quad Placed wire-length estimate after detailed placement & 221000 um \\
\quad Port Buf Inserts & 89 \\
\quad Weighted congestion reported at the end of routability-driven placement & 0.832 \\
\quad Post-Place Cell Area & 166000 sq um \\
\multicolumn{2}{l}{\textbf{Job}} \\
\quad Max Cap Viol & 0 \\
\quad Number of warnings in the stage logs & 77 \\
\multicolumn{2}{l}{\textbf{Setup path}} \\
\quad Critical Path, Cell by Cell & buf\_16 > buf\_12 > buf\_4 > mux4\_2 > mux4\_2 > mux4\_2 > mux2\_2 \\
\quad Cell type group with the largest total delay on the critical path & multiplexers \\
\quad Crit path buf inv count & 3 \\
\quad Most common cell on crit path & mux4\_2 \\
\quad Largest stage delay, worst path & 0.63 ns \\
\quad Critical path startpoint category & primary input \\
\quad Data required time at the worst endpoint & 9.91 ns \\
\quad Critical path start-end classification & primary input to register \\
\quad Endpoint kind of the worst setup timing path & register \\
\quad Critical Path Fanout Max & 70 \\
\quad Data arrival time of the critical path & 5.62 ns \\
\quad Cell at the slowest stage of the critical path & mux4\_2 \\
\multicolumn{2}{l}{\textbf{Timing}} \\
\quad Ratio of final minimum period to clock period & 0.535 \\
\quad Unrepaired setup endpoints after global routing & false \\
\quad Number of setup violations in the final report & 0 \\
\quad Worst Tran Pin Value & 0.952 ns \\
\quad Worst clock skew & 0.0515 ns \\
\quad Clock period minus final worst setup slack & 4.92 ns \\
\quad Highest attainable clock frequency & 0.203 GHz \\
\quad Worst slew margin relative to its limit & 0.364 \\
\quad Max-slew violation count & 0 \\
\quad Post-Route Hold Slack & 0.466 ns \\
\quad Count of final hold-check violations & 0 \\
\quad Total negative slack for setup checks & 0 ns \\
\multicolumn{2}{l}{\textbf{Power}} \\
\quad Leakage Power & 54.3 nW \\
\quad Areal power density over the cells & 218 nW/um\^{}2 \\
\quad Worst VDD drop & 0.159 mV \\
\multicolumn{2}{l}{\textbf{Final layout}} \\
\quad Fraction of final layout cells sized beyond drive strength 1 & 0.353 \\
\quad Sequential cell area in the final layout & 124000 sq um \\
\quad Final design instance area without fill & 179000 sq um \\
\quad Number of flip-flops under the largest register name & 4096 \\
\quad Area added between synthesis and finish & 14.4\% \\
\quad Multi-input combinational cell area & 32400 sq um \\
\quad Number of fillers in the final layout & 30900 \\
\multicolumn{2}{l}{\textbf{Logic synthesis}} \\
\quad Synth Seq Share & 0.791 \\
\quad Top\_reg\_cell synth & edfxtp\_1 \\
\quad Number of cells in Yosys stat & 6003 \\
\quad Leading area contributor after synthesis & edfxtp\_1 \\
\quad Ranking of synthesized cells by instance count & edfxtp\_1, mux4\_2, clkbuf\_1 \\
\quad Synth Register Bits & 4133 \\
\quad Ranking of synthesized cells by area & edfxtp\_1, mux4\_2, clkbuf\_1 \\
\quad Most frequent cell after synthesis & edfxtp\_1 \\
\quad Post-synthesis area per instance & 26.1 sq um \\
\quad Warning count from the yosys run & 1 \\
\quad Async set-reset flop share out of synthesis & 0.00121 \\
\quad Yosys cell types & 23 \\
\quad Count of library flops with an enable pin & 4128 \\
\quad Top area contributor share & 0.791 \\
\quad Number of instances in the synthesized netlist & 6003 \\
\quad Chip area from the yosys synthesis statistics & 157000 sq um \\
\quad Synthesized cell area & 157000 sq um \\
\multicolumn{2}{l}{\textbf{Clock network}} \\
\quad Count of hold-fix buffers inserted at cts & 0 \\
\quad Total CTS buffers & 406 \\
\quad \# H-tree levels & 5 \\
\quad Clock transition time at the flip-flop clock pins of the worst setup and hold paths & 0.06 ns \\
\quad Clock Latency Late Sink & 0.95 ns \\
\quad Number of sinks handled by clock tree synthesis & 4133 \\
\quad Number of buffers on the longest clock path & 4 \\
\quad Clock tree root buffer cell & clkbuf\_16 \\
\quad Post-CTS setup buffers & 0 \\
\quad Number of cells upsized or downsized after cts & 0 \\
\quad TritonCTS clock tree & yes \\
\multicolumn{2}{l}{\textbf{Drt}} \\
\quad Detail-routed via count per cell & 5.66 \\
\quad Detailed-routing iteration count for the pre-antenna-repair pass & 5 \\
\quad Via Count & 67900 \\
\quad Average wire per standard cell & 33.2 um \\
\quad Iteration-0 DRC Markers & 4856 \\
\quad Drt total wl & 398000 um \\
\quad Residual DRC count & 0 \\
\quad Remaining antenna violation count & 0 \\
\multicolumn{2}{l}{\textbf{GRT}} \\
\quad Maximum number of pins on one net before global-route repair & 100 \\
\quad Global-route wire length before repair & 562000 um \\
\quad Via count of the first global-routing pass & 77100 \\
\quad Total GRT Usage & 0.226 \\
\quad Total grt overflow & 0 \\
\quad Initial antenna violation count & 29 \\
\multicolumn{2}{l}{\textbf{Floorplanning}} \\
\quad Number of rows created at floorplan & 229 \\
\quad Initial core utilization & 0.402 \\
\quad I/O pins & 140 \\
\quad Die Width & 628 um \\
\quad Core Box Area & 390000 sq um \\
\quad Overall die area & 395000 sq um \\
\quad Die Span Y & 628 um \\
\multicolumn{2}{l}{\textbf{Worst hold path}} \\
\quad Worst hold path type & register to register \\
\multicolumn{2}{l}{\textbf{Outcome}} \\
\quad Run status & finished, final reports clean \\
\hline
\end{tabular}
power by group:
part           switching (mW)  internal, mW
clock network            6.92          9.51
registers              0.0181          20.7
logic                    1.15         0.726
cell type report:
class                      instances  area share
antenna                           21    0.000293
clock buffer                     485      0.0596
clock inverter                   262      0.0139
inverter                           2   0.0000419
multi-input combinational       1552       0.180
sequential                      4133       0.692
tap                             5197      0.0363
timing repair buffer             353      0.0173
worst reg2reg max path, stage by stage (launching register included):
cell,delay [ns]
dfrtp_1,0.38
and4_1,0.53
nand4b_1,0.30
buf_4,0.41
nor2_4,0.66
buf_4,0.52
worst paths after layout:
kind / startpoint / endpoint / slack (ns) / cells past startpoint
worst min register to register: wready_reg / wready_reg / 0.47 / 1
min in group asynchronous: ARESETn / rvalid_reg / 1.12 / 1
worst max-delay path: ARADDR[2] / rdata_reg[30] / 4.28 / 7
worst min-delay path: wready_reg / wready_reg / 0.47 / 1
worst max register to register: wready_reg / mem[99][29] / 6.02 / 5
max in group asynchronous: ARESETn / wready_reg / 7.90 / 1
layout by cell type, fill, tap and decap left out, types with 3 or more instances in the layout:
master / n
nand3b_1: 4
buf_12: 23
clkbuf_1: 68
clkinv_4: 4
mux4_2: 1344
edfxtp_1: 4128
buf_8: 3
nor2_4: 126
clkinv_1: 99
dfrtp_1: 5
clkinv_2: 79
nand3_1: 7
buf_4: 274
bufinv_16: 44
nor2b_1: 7
clkinvlp_4: 19
clkbuf_16: 417
nand2_1: 10
clkdlybuf4s50_1: 50
diode_2: 21
inv_6: 10
nor2_1: 3
mux2_2: 32
nand4b_1: 3
logic make-up after synthesis:
| logic type | share of synthesized area |
|---|---|
| compound gates | 0.0000957 |
| buf+inv | 0.00844 |
| flops | 0.791 |
| mux | 0.195 |
| simple gates | 0.00477 |
routing by layer:
| metal | vias to the layer above | GRT usage | wire length (um) |
|---|---|---|---|
| li1 | 27500 | - | - |
| met1 | 34700 | 0.229 | 109000 |
| met2 | 5045 | 0.336 | 193000 |
| met3 | 639 | 0.204 | 80700 |
| met4 | 28 | 0.0657 | 14600 |
| met5 | - | 0.0126 | 761 |
through the flow:
step	worst slack, ns	util	total power, mW	instances
after floorplan	3.01	-	22.1	6003
after global placement	3.26	0.426	23.0	11200
after detailed placement	3.25	0.426	23.0	11200
after CTS	4.28	0.460	39.4	12000
after global routing	4.09	0.460	40.2	12000
final	4.28	0.460	39.0	12000
Power and IR drop assume default switching activity.
